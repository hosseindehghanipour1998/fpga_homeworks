## run.sh

```bash
#!/bin/bash
# OpenROAD 26Q1-2900-gdf79404cd8, Yosys 0.63+post, stock flow scripts
make -C /OpenROAD-flow-scripts/flow DESIGN_CONFIG=/design/flow/config.mk WORK_HOME=/design/flow/orfs finish
```

## config.mk

```make
export PLATFORM = sky130hd
export DESIGN_NAME = Q4
export DESIGN_NICKNAME = Q4
export VERILOG_FILES = /design/flow/design.v
export SDC_FILE = /design/flow/constraint.sdc
export NUM_CORES = 4
export LEC_CHECK = 1
export CORE_UTILIZATION = 40
```

## constraint.sdc

```tcl
current_design Q4

set clk_period 3.9
set clk_io_pct 0.2

create_clock -name clk0 -period $clk_period [get_ports {clk}]

set non_clock_inputs [all_inputs -no_clocks]
set_input_delay [expr $clk_period * $clk_io_pct] -clock clk0 $non_clock_inputs
set_output_delay [expr $clk_period * $clk_io_pct] -clock clk0 [all_outputs]
```

## design.v

```verilog
`timescale 1ns / 1ps
module Q4(clk , reset , A1,A2,A3,A4,Sum );
	input clk , reset ;
	input [9:0] A1 , A2 , A3 , A4 ;
	output reg [11:0] Sum ;
	reg [11:0] p1 , p2 ;
	always@ ( posedge clk ) begin
		if ( reset ) begin
			p1 <= 0 ;
			Sum <= 0 ;
		end 
		else begin
			p1 <= A1 + A2 + A3 + A4 ;
			p2 <= p1 ;
			Sum <= p2 ;
		end
	end 
endmodule
```

==> changes_impl.md <==
## Implementation

* Psw at 329 uW
* DIE WIDTH at 72.9 um
* CTS root buf: clkbuf_8
* Number of CTS-inserted buffers at 5
* Synth Seq Share at 0.418
* Reg power frac at 0.426
* Worst setup SP type: primary input
* RR Endpoint: Sum[11]$_SDFF_PP0_
* Slowest stage delay, CP at about 0.54 ns
* Post-synthesis cell count at about 200
* Required @ worst endpoint at between 4 and 5 ns
* Setup bufs post-CTS at 0
* Wire length of the first global-routing pass at 4710 um
* Die area at approximately 5300 um2
* Main logic family after synthesis: adder cells
* Post-synth cell types at 26
* Log Warnings at 25
* Slowest cell on crit path: fa_1
* Outcome: finished clean
* Antenna violations before repair at 0
* Clock power share at 0.201
* Vias in the first global route at between 1000 and 1500
* Row count at 25
* Residual DRC at 0
* # setup viols final at 0
* R2R depth at 1
* Ao+oa area frac at 0.0703
* WP data arrival at approximately 3.8 ns
* Crit-path cells: clkdlybuf4s50_1, inv_1, fa_1, fa_1, inv_1, ha_1, a211oi_2, o21ai_1, a21o_1, o31ai_2, mux2_1
* Internal power at approximately 840 uW
* Synth warn at 1
* Largest net degree at the start of global routing at 15
* RSZ-0062 raised after global routing: no
* Pre-Place Util at 0.420
* Flop2flop setup slack at about 3.3 ns
* Worst clock skew at 0.00742 ns
* Io pins at roughly 54
* Hold_sp: p1[2]$_SDFF_PP0_
* Via density at just over 4
* GPL Wtd Cong at around 0.77
* Final setup TNS at 0 ns
* Worst flop-to-flop path startpoint: p2[11]$_DFFE_PN_
* Hold WS at about 0.40 ns
* Max-slew violations at 0
* YS chip area at 2010 um2
* Post-Syn Area per Cell at about 10 um2
* # Cells Yosys at approximately 200
* Core ar. at 4790 um2
* And+or+nand+nor area frac at 0.108
* Total power at 1170 uW
* Highest routed layer: met4
* WL met3 at approximately 130 um
* Critical path fanouts, max at 3
* FILL cells at around 450
* Post-route ant nets at 0
* Post-place setup slack at 0.0140 ns
* Die Ht at 72.9 um
* CP top delay family: adder cells
* Dpl hpwl at around 2200 um
* Endpoint, Worst Hold: p2[2]$_DFFE_PN_
* Adder Area Share at 0.267
* Port Buffers at 53
* Ratio of cells with drive above 1 in the final layout at 0.0469
* Critical path endpoint category: flop
* Mux share at 0.0112
* WL met2 at roughly 1200 um
* Fmax at 277 MHz
* Worst hold path stage count at 0
* Switch share at 0.281
* Post-layout period usage at 0.925
* Mapped Area at 2010 um2
* Max cap viols at 0
* Post-synth regs at 36
* Hold/Removal Path Class: reg2reg
* Hold buffers post-CTS at 0
* Iteration tally of the first detailed-router pass at 4
* CTS tree: yes
* Worst IR Drop VDD at 0.000183 V
* Buffers plus inverters on the worst setup path at 3
* Routed vias at 1320
* Area Growth Syn to Fin at 35.1%
* Power per standard cell area at 431 nW/um2
* Power share of the combinational group at 0.373
* Grt ovf at 0
* CTS Buffer Depth at 2
* Area fraction in xor and xnor cells at 0.0131
* Starting DRT DRC Count at 32
* WS Path Type: in2reg
* Tmin final at approximately 3.6 ns
* Slew headroom at 0.680
* H-tree depth at 2
* DP Area at ~2600 um2
* Fin area at 2720 um2
* Leak pwr at ~0.0013 uW
* CTS clk-pin slew, worst paths at roughly 0.070 ns
* Routed len/inst at approximately 8 um
* CTS sink count at 36
* Final hold vios at 0
* Drt total wl at ~2600 um
* M1 WL at 1260 um
* Final WS setup at just under 0.3 ns
* Clock Latency Late Sink at between 0.2 and 0.3 ns
* Worst Max-Slew Pin Slew at 0.479 ns
* Diode count at 0
* GRT Total Usage at 0.117
* Post-CTS sizing at 0
## synthesized netlist by cell type
library cell	n	area [um2]
inv_1	57	214
dfxtp_1	24	480
fa_1	20	400
nor2b_1	18	113
edfxtp_1	12	360
ha_1	11	138
nor2_1	9	33.8
o21ai_0	6	30.0
a21oi_1	5	25.0
nand2_1	5	18.8
nor3_1	5	25.0
a21o_1	3	22.5
clkbuf_1	3	11.3
a211oi_1	2	15.0
nor3b_1	2	15.0
o21ai_1	2	10.0
xnor2_1	2	17.5
a211oi_2	1	12.5
a31oi_1	1	6.26
and2_1	1	6.26
mux2_1	1	11.3
mux2_2	1	11.3
nand2b_1	1	6.26
o31ai_1	1	7.51
o31ai_2	1	12.5
xor2_1	1	8.76
## registers in the layout, summed over array words and instances, names as in the netlist
| signal | cells |
|---|---|
| Sum | 12 |
| p1 | 12 |
| p2 | 12 |
## layout make-up
| class | count | area, um2 | area share |
|---|---|---|---|
| clock buffers | 7 | 76.3 | 0.0281 |
| inverters | 57 | 214 | 0.0787 |
| well taps | 67 | 83.8 | 0.0308 |
| flip-flops and latches | 36 | 841 | 0.309 |
| repair buffers | 56 | 553 | 0.203 |
| multi-input cells | 99 | 946 | 0.348 |
| clock inverters | 1 | 5.00 | 0.00184 |
## how the worst max path moves through the flow
stage / startpoint / to / slack, ns / depth (start not counted)
4_1_cts: A1[1] / p1[9]$_SDFF_PP0_ / 0.29 / 13
6_report: A1[2] / p1[8]$_SDFF_PP0_ / 0.29 / 11
5_1_grt: A1[2] / p1[8]$_SDFF_PP0_ / 0.14 / 11
## per-stage QoR
| step | std cells | util |
|---|---|---|
| after floorplan | 195 | - |
| after global placement | 315 | 0.551 |
| after detailed placement | 315 | 0.551 |
| after CTS | 323 | 0.568 |
| after global routing | 323 | 0.568 |
| final | 323 | 0.568 |
## metal layers
metal	track usage	vias to the layer above
met5	0	-
met4	0.0174	0
met3	0.0252	5
met2	0.181	38
met1	0.185	570
li1	-	707
## power by group through the flow
stage	clock [uW]	sequential, uW	combinational, uW
CTS	244	501	443
finish	235	500	437
global route	262	507	506
## cell families (layout without fill, tap and decap cells)
family	after synthesis	in the layout
buffers and inverters	60	121
AND-OR/OR-AND	22	22
flip-flops	36	36
adder cells (fa/ha/maj)	31	31
multiplexers	2	2
AND/OR/NAND/NOR	41	41
XOR/XNOR	3	3
## layout by cell type, fill, tap and decap left out
master / n
nand2_1: 5
clkinv_2: 1
clkbuf_1: 2
edfxtp_1: 12
nor3b_1: 2
mux2_1: 1
o31ai_2: 1
a31oi_1: 1
dfxtp_1: 24
clkdlybuf4s50_1: 53
fa_1: 20
and2_1: 1
a21oi_1: 5
nor2b_1: 18
a211oi_1: 2
o21ai_0: 6
o31ai_1: 1
xor2_1: 1
nor2_1: 9
ha_1: 11
o21ai_1: 2
mux2_2: 1
nor3_1: 5
buf_4: 3
a21o_1: 3
inv_1: 57
clkbuf_8: 5
a211oi_2: 1
xnor2_1: 2
nand2b_1: 1
No activity file was given, so power comes from the tool's default toggle rates.

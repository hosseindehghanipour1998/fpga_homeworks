==> design/flow/design.v <==
`timescale 1ns / 1ps
module Q1S(a,b,clk,res);
	input clk;
	input [31:0] a;
	input [31:0] b;
	output [63:0] res;
	reg [31:0] result1;
	reg [31:0] result2;
	reg [31:0] result3;
	reg [31:0] result4;
	reg [63:0] result5;
	reg [63:0] result6;
	reg [63:0] result7;
	reg [63:0] result8;
	reg [63:0] pipe1;
	reg [63:0] pipe2;
	reg [63:0] pipe3;
	reg [63:0] pipe4;
	reg [63:0] pipe5;
	reg [63:0] pipe6;
	reg [63:0] pipe7;
	reg [31:0] temp0a;
	reg [31:0] temp0b;
	reg [31:0] temp1a;
	reg [31:0] temp1b;
	reg [31:0] temp2a;
	reg [31:0] temp2b;
	reg [31:0] temp3a;
	reg [31:0] temp3b;
	reg [31:0] por32;
	reg [15:0] por16;
	always@(posedge clk)
		begin
		temp0a = a;
		temp0b = b;
		por32 = 0;
		por16 = 0;
		 result1[31:0]<=temp0b[15:0] * temp0a[15:0];
		 result5[63:0]<={por32,result1};
		 pipe1<=result5;
		 pipe2<=pipe1;
		 pipe3<=pipe2;
		 temp1a<=temp0a;
		 temp1b<=temp0b;
		 result2[31:0]<=temp1b[15:0] * temp1a[31:16];
		 result6[63:0]<={por16,result2,por16};
		 pipe4<=result6;
		 pipe5<=pipe4;
		 temp2a<=temp1a;
		 temp2b<=temp1b;
		 result3[31:0]<=temp2b[31:16] * temp2a[15:0];
		 result7[63:0]<={por16,result3,por16};
		 pipe6<=result7;
		 temp3a<=temp2a;
		 temp3b<=temp2b;
		 result4[31:0]<=temp3b[31:16] * temp3a[31:16];
		 result8[63:0]<={result4,por32};
	end
	assign res = pipe3 + pipe5 + pipe6 + result8 ;
endmodule
==> design/flow/run.sh <==
#!/bin/bash
# OpenROAD 26Q1-2900-gdf79404cd8, Yosys 0.63+post, stock flow scripts
make -C /OpenROAD-flow-scripts/flow DESIGN_CONFIG=/design/flow/config.mk WORK_HOME=/design/flow/orfs finish
==> design/flow/config.mk <==
export PLATFORM = sky130hd
export DESIGN_NAME = Q1S
export DESIGN_NICKNAME = Q1S
export VERILOG_FILES = /design/flow/design.v
export SDC_FILE = /design/flow/constraint.sdc
export NUM_CORES = 4
export LEC_CHECK = 1
export CORE_UTILIZATION = 50
==> design/flow/constraint.sdc <==
current_design Q1S

set clk_period 13.4
set clk_io_pct 0.2

create_clock -name clk0 -period $clk_period [get_ports {clk}]

set non_clock_inputs [all_inputs -no_clocks]
set_input_delay [expr $clk_period * $clk_io_pct] -clock clk0 $non_clock_inputs
set_output_delay [expr $clk_period * $clk_io_pct] -clock clk0 [all_outputs]
==> job_summary.md <==
### Yosys + OpenROAD results

| Metric | Value |
|---|---|
| All-Layer GR Usage | `24.6%` |
| Clk buf depth | `3` |
| DP HPWL | `81700 um` |
| Post-synth EDFFs | `0` |
| Max Slew Vio Count | `0` |
| Slew margin rel. | `40.9%` |
| Avg WL per Cell | `17.2 um` |
| Buffers & Inverters on Critical Path | `4` |
| Yosys chip area | `47900 um^2` |
| Number of detailed-route iterations in the first pass | `7` |
| Most instantiated logic cells after routing | `inv_1, fa_1, nand2_1` |
| Synth Seq Share | `roughly 25%` |
| Row Count | `113` |
| Final Cycle Share | `between 60 and 70%` |
| Synthesis-to-layout area growth | `10.0%` |
| Final Cell Area | `approximately 53000 um^2` |
| Via Count | `about 30000` |
| Share of cells above drive strength 1 | `3.81%` |
| H-tree lvl count | `2` |
| Placement Cell Area | `50600 um^2` |
| Gr ovfl total | `0` |
| CTS Hold Bufs | `0` |
| Core Util at FP | `50.5%` |
| Main logic family after synthesis | `adder cells` |
| Core area | `~95000 um^2` |
| WHS | `303 ps` |
| XORs/XNORs by Area | `2.74%` |
| Vias in the first global route | `32200` |
| Clk pin slew, worst setup/hold paths | `60 ps` |
| Async set or reset register ratio after synthesis | `0%` |
| RSZ-0062 raised after global routing | `no` |
| MUX share of area | `0%` |
| Initial antenna violation count | `4` |
| Avg Vias per Cell | `about 5` |
| CTS tree | `yes` |
| Kind of end point of the critical path | `flop` |
| FMAX | `between 100 and 150 MHz` |
| Crit-path max FO | `17` |
| Worst Clk Skew | `26.5 ps` |
| CP max stage delay | `around 930 ps` |
| Status | `finished clean` |
| Clk latency late pin | `640 ps` |
| Top Ports | `between 100 and 150` |
| Crit path kind | `in2reg` |
| # DRC | `0` |
| Fa+ha+maj area frac | `45.5%` |
| Critical Path Source Type | `input pin` |
| Slowest-stage cell, CP | `clkdlybuf4s50_1` |
| Count of cell types in the netlist | `69` |
| Worst slew pin tran | `879 ps` |
| Die Width | `312 um` |
| Log Warnings | `25` |
| Area occupied by multi-input gates | `31900 um^2` |
| Cell family with the largest share of critical-path delay | `adder cells` |
| Pin count of the biggest net entering global routing | `18` |
| Fin crit period | `8750 ps` |
| Commonest flop | `dfxtp_1` |
| Die Ht | `312 um` |
| Register area | `roughly 12000 um^2` |
| Setup slack, reg-to-reg | `6720 ps` |
| AND-OR/OR-AND share of the synthesized area | `5.22%` |
| Synth warn | `1` |
| CTS Buf Count | `60` |
| Fillcell total | `8265` |
| CTS sink cnt | `592` |
| IO Port Bufs | `128` |
| Basic Gates by Area | `13.2%` |
| Post-CTS sizing | `0` |
| Worst path cell trace | `clkdlybuf4s50_1 > nand2_1 > fa_1 > fa_1 > fa_1 > inv_1 > fa_1 > fa_1 > inv_1 > fa_1 > inv_1 > ha_1 > a21o_1 > a211o_1 > a21oi_1 > o31ai_1 > o21a_1 > a2111oi_1 > o21bai_1 > a21oi_1 > xnor2_1` |
| Max-cap violations | `0` |
| Setup WS post-layout | `~4600 ps` |
| Clock root buffer | `clkbuf_16` |
| Final count of hold timing violations | `0` |
| Final setup viols | `0` |
| Worst hold path class | `reg2reg` |
| Place WS | `3970 ps` |
| Chip area | `around 97000 um^2` |
| Post-route setup TNS | `0 ps` |
| Most frequent logic cell in the layout | `inv_1` |
| Crit-path most repeated cell | `fa_1` |
| #FFs+latches synth | `592` |
| WP data required | `13960 ps` |
| Violation tally from detailed-route iteration zero | `1032` |
| Synthesized area | `47900 um^2` |
| Mapped Cells | `between 4000 and 5000` |
| Worst EP arrival | `9310 ps` |
| DRT Wirelength | `106000 um` |
| Post-CTS Setup Bufs | `0` |
| Cell count in the Yosys report | `4758` |
| Gpl congestion | `between 0.9 and 1` |
| Syn_area_per_cell | `10.1 um^2` |
| First-pass GRT wire length | `175000 um` |
| Antenna-violating nets left | `0` |
cell usage after synthesis, types with 4 or more instances:
library cell  count  area, um^2
a21o_1           57         428
and3_1           14        87.6
o21bai_1         10        75.1
a21boi_0          4        30.0
o211a_1           8        80.1
o21a_1           25         188
xnor2_1         107         937
nor2b_1          16         100
a311oi_1          4        35.0
nand2b_1         18         113
a21oi_1         118         591
dfxtp_1         592       11900
o21ai_0          64         320
nand4_1          11        68.8
nand2_1         617        2320
a211o_1           7        61.3
buf_4            16         120
fa_1            809       16200
or2_2             4        25.0
nand3_1          19        95.1
o31ai_1           8        60.1
xor2_1           43         377
or3_1            11        68.8
a211oi_1         15         113
o211ai_1          7        52.6
inv_1           942        3540
nor3_1           17        85.1
a31o_2            4        35.0
and2_1          474        2970
ha_1            448        5610
a31oi_1          12        75.1
nor2_1           69         259
o22ai_1           7        43.8
clkbuf_1        135         507
state kept, by name, indices dropped and copies added, names as in the netlist, 32 cells and up:
name,cells
result3,32
pipe1,32
pipe3,32
result7,32
result2,32
result4,32
pipe4,32
pipe6,32
result5,32
pipe2,32
temp1a,32
result8,32
result6,32
temp1b,32
pipe5,32
result1,32
temp2a,32
per-stage QoR:
stage                     std cells  util [%]
final                          6177      55.5
after global placement         6063      53.3
after global routing           6176      55.5
after floorplan                4758         -
after CTS                      6176      55.5
after detailed placement       6063      53.3
per-layer routing:
metal	vias to the layer above	part of all wire (%)	GRT usage (%)
li1	14600	-	-
met3	127	10	10.6
met1	14700	45	38.1
met4	6	2.0	4.01
met5	-	0.033	0
met2	931	42	34.9
worst reg2reg max path: stages (launching register included):
cell,delay [ps]
dfxtp_1,750
and2_1,260
fa_1,400
inv_1,80
fa_1,430
fa_1,500
fa_1,560
inv_1,50
fa_1,480
inv_1,50
fa_1,510
inv_1,50
ha_1,340
a21o_1,190
a31oi_1,180
or2_2,160
a31oi_1,110
o31a_1,280
or4b_4,510
a31o_1,240
a21oi_2,160
xnor2_1,240
layout make-up:
cell class,count,share of cell area (%)
Inverter,942,6.70
Multi-Input combinational cell,3073,60.5
Clock buffer,83,3.28
Antenna cell,1,0.00474
Tap cell,1265,3.00
Sequential cell,592,22.5
Timing Repair Buffer,191,3.33
Clock inverter,30,0.712
logic make-up after synthesis:
group,Yosys count
compound gates,382
buf+inv,1093
fa+ha+maj,1257
xor+xnor,150
flops,592
simple gates,1284
path summary, 6_finish.rpt:
path / startpoint / endpoint / cells after the start
worst max-delay path: a[1] / result1[29]$_DFF_P_ / 21
worst min-delay path: result7[38]$_DFF_P_ / pipe6[38]$_DFF_P_ / 0
worst max register to register: temp2a[4]$_DFF_P_ / result3[30]$_DFF_P_ / 21
worst min register to register: result7[38]$_DFF_P_ / pipe6[38]$_DFF_P_ / 0

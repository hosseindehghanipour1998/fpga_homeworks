==> design.v <==
`timescale 1ns / 1ps
module pipelined(a,b,clk,res);
	reg a_negative  = 0 ;
	reg b_negative = 0 ;
	input clk;
	input signed [31:0] a;
	input signed [31:0] b;
	output reg signed [63:0] res;
	reg [31:0] res1;
	reg [31:0] res2;
	reg [31:0] res3;
	reg [31:0] res4;
	reg [63:0] res5;
	reg [63:0] res6;
	reg [63:0] res7;
	reg [63:0] res8;
	reg [63:0] pipe1;
	reg [63:0] pipe2;
	reg [63:0] pipe3;
	reg [63:0] pipe4;
	reg [63:0] pipe5;
	reg [63:0] pipe6;
	reg [63:0] pipe7;
	reg signed [31:0] temp0a;
	reg signed [31:0] temp0b;
	reg [31:0] temp1a;
	reg [31:0] temp1b;
	reg [31:0] temp2a;
	reg [31:0] temp2b;
	reg [31:0] temp3a;
	reg [31:0] temp3b;
	reg [31:0] por32;
	reg [15:0] por16;
	reg negative = 0 ;
	always@(posedge clk)
		begin
	 temp0a = a;
	 temp0b = b;
	   if ( (temp0b * temp0a ) < 0 )begin
			negative = 1 ;
		end
		if ( temp0a < 0 )begin
			temp0a = (temp0a * -1) ;
			a_negative = 1 ;
		end 
		if ( temp0b < 0 ) begin
			temp0b = (temp0b * -1) ;
			b_negative = 1 ;
		end 
		por32=32'b00000000000000000000000000000000;
		por16=16'b0000000000000000;
		 res1[31:0]<=temp0b[15:0] * temp0a[15:0];
		 res5[63:0]<={por32,res1};
		 pipe1<=res5;
		 pipe2<=pipe1;
		 pipe3<=pipe2;
		 temp1a<=temp0a;
		 temp1b<=temp0b;
		 res2[31:0]<=temp1b[15:0] * temp1a[31:16];
		 res6[63:0]<={por16,res2,por16};
		 pipe4<=res6;
		 pipe5<=pipe4;
		 temp2a<=temp1a;
		 temp2b<=temp1b;
		 res3[31:0]<=temp2b[31:16] * temp2a[15:0];
		 res7[63:0]<={por16,res3,por16};
		 pipe6<=res7;
		 temp3a<=temp2a;
		 temp3b<=temp2b;
		 res4[31:0]<=temp3b[31:16] * temp3a[31:16];
		 res8[63:0]<={res4,por32};
		 res = pipe3 + pipe5 + pipe6 + res8;
		 if (  negative == 1  )begin				
				res = res * (-1) ;
		 end	
	end
endmodule
==> run.sh <==
#!/bin/bash
# OpenROAD 26Q1-2900-gdf79404cd8, Yosys 0.63+post, stock flow scripts
make -C /OpenROAD-flow-scripts/flow DESIGN_CONFIG=/design/flow/config.mk WORK_HOME=/design/flow/orfs finish
==> config.mk <==
export PLATFORM = sky130hd
export DESIGN_NAME = pipelined
export DESIGN_NICKNAME = pipelined
export VERILOG_FILES = /design/flow/design.v
export SDC_FILE = /design/flow/constraint.sdc
export NUM_CORES = 4
export LEC_CHECK = 1
export CORE_UTILIZATION = 40
==> constraint.sdc <==
current_design pipelined

set clk_period 14.1
set clk_io_pct 0.2

create_clock -name clk0 -period $clk_period [get_ports {clk}]

set non_clock_inputs [all_inputs -no_clocks]
set_input_delay [expr $clk_period * $clk_io_pct] -clock clk0 $non_clock_inputs
set_output_delay [expr $clk_period * $clk_io_pct] -clock clk0 [all_outputs]
==> impl_metrics.csv <==
group,metric,value,unit
clocking,cts_setup_buffers,0,
floorplan,die_h,412,um
placement,hpwlAfterDp,127000,um
critical_path,path_common_cell,"fa_1",
finish,drive_above_1_share,0.0374,
critical_path,cp-end-kind,"flop",
clocking,clk_pin_slew,60,ps
drt,wirelength,161000,um
finish,largest_reg_flops,64,
floorplan,num_rows,150,
clocking,clock_tree.buffer_depth,3,
drt,vias,44300,
finish,lay_top_count,"inv_1",
synth,synth.avg_cell_area,9.64,um^2
finish,instances_no_fill,9268,
synth,synth_cell_types,87,
synth,synthArstFlopShare,0,
hold_path,hold_path.startpoint,"pipe2[11]",
critical_path,critPathMaxStageDelay,680,ps
clocking,cts_tree,"done",
floorplan,core,167000,um^2
global_route,grt_max_degree,45,
final_timing,finalSetupViolations,0,
finish,lay_top_cells,"inv_1 (1391), fa_1 (1216), nand2_1 (956)",
final_timing,tns,0,ps
global_route,grt_pass1_vias,47300,
job,warnings,25,
critical_path,worstSetupStartpoint,"b[0]",
synth,ys_chip_area,67200,um^2
clocking,cts-hold-fix-buffers,0,
critical_path,cp.required,14650,ps
synth,top_cells_by_area,"fa_1 (36%), dfxtp_1 (20%), ha_1 (11%)",
drt,post_drt_wl_per_cell,17.3,um
final_timing,finClkSkew,26.7,ps
critical_path,path_class,"in2reg",
critical_path,cp-start-kind,"primary input",
drt,dr.pass1.iters,8,
drt,ant_nets,0,
job,max_cap_violations,0,
critical_path,crit_slowest_cell,"xor2_1",
final_timing,max-slew-margin-rel,0.381,
final_timing,setup_ws,2550,ps
synth,top_cell_area_share,0.362,
critical_path,arrival,12100,ps
clocking,clockRootBuffer,"clkbuf_16",
final_timing,worst_pin_slew,927,ps
critical_path,cp.buffers_inverters,5,
critical_path,reg2reg_from,"temp1a[20]",
floorplan,die_area,170000,um^2
final_timing,rsz0062_at_grt,"false",
synth,ys_seq_frac,0.196,
synth,flop_cell,"dfxtp_1",
outcome,outcome,"completed",
global_route,grt_use_total,0.208,
finish,fin_area,73200,um^2
synth,top_area_cell,"fa_1",
clocking,htree_levels,3,
placement,gp_congestion,0.932,
synth,ys_cells,6968,
placement,port_buffers,128,
final_timing,hold_violations,0,
drt,drt_iter0_markers,1811,
synth,netlist_area,67200,um^2
critical_path,critical-path-top-delay-family,"adder cells",
placement,place_area,71000,um^2
clocking,clock_latency,630,ps
global_route,grt_remaining_overflow,0,
floorplan,die_w,412,um
drt,via_per_inst,4.78,
synth,syn_inst,6968,
final_timing,period_used_share,0.819,
final_timing,fin_crit,11550,ps
placement,place_ws,1930,ps
hold_path,hp-class,"reg2reg",
finish,area_growth,8.90,%
clocking,clock-sinks,657,
global_route,grt_pass1_wl,260000,um
final_timing,fmax,86.6,MHz
synth,synth-edff-count,0,
floorplan,io_pins,129,
clocking,cts_resized,0,
final_timing,maxSlewViolCount,0,
clocking,cts_made_buffers,67,
synth,ys_seq_elements,657,
critical_path,cp_max_fo,15,
global_route,antenna_found_initial,22,
drt,drc,0,
synth,yosysWarnings,1,
placement,placedCellCount,9143,
floorplan,fp_util,0.402,
[cells in the mapped netlist (13+ instances only)]
library cell,n
a211oi_1,17
a21o_1,53
a21oi_1,116
and2_1,602
and3_1,13
clkbuf_1,251
dfxtp_1,657
fa_1,1216
ha_1,597
inv_1,1391
nand2_1,956
nand2b_1,33
nand3_1,34
nand4_1,17
nor2_1,200
nor3_1,29
nor4_1,13
o21a_1,29
o21ai_0,107
o21bai_1,16
o31ai_1,37
or2_2,15
or3_1,18
or4_1,17
xnor2_1,239
xor2_1,96
[cells by family after synthesis]
kind of cell,share of synthesized area
simple gates,0.143
xor+xnor,0.0437
flops,0.196
fa+ha+maj,0.474
buf+inv,0.0940
mux,0.00108
compound gates,0.0491
[final timing paths]
check	end	slack, ps	cells past startpoint
worst max-delay path	res1[31]	2550	30
worst min register to register	pipe3[11]	300	0
worst max register to register	res2[31]	6250	25
worst min-delay path	pipe3[11]	300	0
[final cells by class]
type / count / area (um^2)
antenna: 6 / 15.0
fill: 15700 / 93900
sequential: 657 / 13200
clock inverter: 40 / 373
timing repair buffer: 236 / 2090
tap: 2204 / 2760
inverter: 1404 / 5270
multi-input combinational: 4642 / 47700
clock buffer: 79 / 1780
[metrics by stage]
step                hold slack, ps  utilization
detailed placement             312        0.425
CTS                            304        0.438
global route                   314        0.438
floorplan                      310            -
finish                         304        0.438
global placement               310        0.425
[metal layers]
| layer | part of all wire | GRT usage |
|---|---|---|
| met1 | 0.43 | 0.289 |
| met2 | 0.44 | 0.308 |
| met4 | 0.025 | 0.0465 |
| met3 | 0.11 | 0.0971 |
| met5 | 0.0013 | 0.00311 |
